[/design/flow/config.mk]
export PLATFORM = sky130hd
export DESIGN_NAME = traffic_system_smart
export DESIGN_NICKNAME = traffic_system_smart
export VERILOG_FILES = /design/flow/design.v
export SDC_FILE = /design/flow/constraint.sdc
export NUM_CORES = 4
export LEC_CHECK = 1
export CORE_AREA = 10 10 87 87
export DIE_AREA = 0 0 97 97
[/design/flow/design.v]
module timer_smart(
    input logic clk,
    input logic reset,
    input logic t_start,
    input logic[4:0] t_length,
    input logic t_freeze,
    output logic t_flicker,
    output logic t_done
);
logic [4:0] count;        
logic running;            
logic [4:0] total_time;   
always_ff @(posedge clk or posedge reset) begin
    if (reset) begin
        count <= 5'b1;         
        running <= 1'b0;       
        t_flicker <= 1'b0;     
        t_done <= 1'b0;        
    end else if (t_start) begin
        t_done <= 1'b0;
        running <= 1'b1;         
        count <= 5'b1;           
        total_time = t_length;   
        if (t_length <= 6) begin
            t_flicker <= 1'b1;
        end else begin
            t_flicker <= 1'b0;
        end
    end else if (running && !t_freeze) begin
        if (count < total_time) begin
            count <= count + 1'b1;  
        end
        if (count + 6 >= total_time) begin
            t_flicker <= 1'b1;  
        end else begin
            t_flicker <= 1'b0;
        end
        if (count + 1 >= total_time) begin
            t_done <= 1'b1;
        end else begin
            t_done <= 1'b0;
        end
    end
end
endmodule
module traffic_light_smart(
    input logic clk,  
    input logic reset,  
    input logic start,  
    input logic t_flicker,
    input logic t_done,
    input logic car_present,
    input logic person_present,
    output logic t_start,
    output logic[4:0] t_length,
    output logic t_freeze,
    output logic[1:0] L_out
);
parameter RED_DURATION = 5'd20;    
parameter YELLOW_DURATION = 5'd3;   
parameter GREEN_DURATION = 5'd18;    
typedef enum logic [2:0] {
    OFF_STATE      = 3'b000,  
    RED_STATE      = 3'b001,  
    YELLOW_STATE   = 3'b011,  
    GREEN_STATE    = 3'b010,  
    FLICKER_STATE  = 3'b100,  
    DONE_STATE     = 3'b111   
} state_t;
state_t current_state, next_state;
logic [4:0] timer_length;   
always_ff @(posedge clk or posedge reset) begin
    if (reset) begin
        current_state <= OFF_STATE;  
    end else begin
        current_state <= next_state;  
    end
end
always_comb begin
    next_state = current_state;
    t_start = 1'b0;         
    t_length = 5'd0;        
    t_freeze = 1'b0;        
    L_out = 2'b00;          
    case (current_state)
        OFF_STATE: begin
	    L_out = 2'b00;
            if (start) begin
                t_start = 1'b1;                
                t_length = RED_DURATION;       
                next_state = RED_STATE; 
            end
        end
        RED_STATE: begin
            L_out = 2'b01;  
	    t_length = RED_DURATION;
            if (car_present && !person_present) begin
                t_start = 1'b1;
                t_length = YELLOW_DURATION;
                L_out = 2'b01;  
                next_state = YELLOW_STATE;
            end else if (person_present && !car_present) begin
                t_freeze = 1'b1;
            end else if (t_done) begin
                t_start = 1'b1;
                t_length = YELLOW_DURATION;
                L_out = 2'b01;  
                next_state = YELLOW_STATE; 
            end
        end
        YELLOW_STATE: begin
            L_out = 2'b10;  
	    t_length = YELLOW_DURATION;
            if (t_done) begin
                t_start = 1'b1;
                t_length = GREEN_DURATION;
                L_out = 2'b10;  
                next_state = GREEN_STATE; 
            end
        end
        GREEN_STATE: begin
	    t_length = GREEN_DURATION;
            L_out = 2'b11;  
            if (t_flicker) begin
                next_state = FLICKER_STATE;
            end else if (person_present && !car_present) begin
                t_start = 1'b1;
                t_length = RED_DURATION;
                next_state = DONE_STATE;
            end else if (car_present && !person_present) begin
                t_freeze = 1'b1;
            end else if (t_done) begin
                t_start = 1'b1;
                t_length = YELLOW_DURATION;
                next_state = DONE_STATE; 
            end
        end
        FLICKER_STATE: begin
            L_out = 2'b00;  
	    t_length = GREEN_DURATION;
            if (t_done) begin
                t_start = 1'b1;
                t_length = YELLOW_DURATION;
                next_state = DONE_STATE; 
            end else if (t_flicker) begin
                next_state = GREEN_STATE;
            end
        end
        DONE_STATE: begin
	    t_length = YELLOW_DURATION;
            L_out = 2'b10;  
            if (t_done) begin
                t_start = 1'b1;
                t_length = RED_DURATION;
                next_state = RED_STATE;
            end
        end
        default: begin
            next_state = OFF_STATE;
            L_out = 2'b00;
        end
    endcase
end
endmodule
module traffic_system_smart(
    input logic clk,
    input logic reset,
    input logic start,
    input logic person_present,
    input logic car_present,
    output logic [1:0] L_out
);
	localparam X = 0;
	localparam Y = 3;
	logic t_start;
	logic [4:0] t_length;
	logic t_flicker;
	logic t_done;
	logic t_freeze;
	timer_smart smart_timer(
		.clk(clk),
		.reset(reset),
		.t_start(t_start),
		.t_length(t_length),
		.t_freeze(t_freeze),
		.t_flicker(t_flicker),
		.t_done(t_done)
	);
    traffic_light_smart #(
        .RED_DURATION(20+X),
        .YELLOW_DURATION(3),
        .GREEN_DURATION(20+Y)
    ) smart_light(
        .clk(clk),
        .reset(reset),
        .start(start),
        .t_flicker(t_flicker),
        .t_done(t_done),
        .car_present(car_present),
        .person_present(person_present),
        .t_start(t_start),
        .t_length(t_length),
        .t_freeze(t_freeze),
        .L_out(L_out)
    );
endmodule
[/design/flow/constraint.sdc]
current_design traffic_system_smart

set clk_period 2.4
set clk_io_pct 0.2

create_clock -name clk0 -period $clk_period [get_ports {clk}]

set non_clock_inputs [all_inputs -no_clocks]
set_input_delay [expr $clk_period * $clk_io_pct] -clock clk0 $non_clock_inputs
set_output_delay [expr $clk_period * $clk_io_pct] -clock clk0 [all_outputs]
[/design/flow/run.sh]
#!/bin/bash
# OpenROAD 26Q1-2900-gdf79404cd8, Yosys 0.63+post, stock flow scripts
make -C /OpenROAD-flow-scripts/flow DESIGN_CONFIG=/design/flow/config.mk WORK_HOME=/design/flow/orfs finish
==> impl_metrics.json <==
{
  "r2r-end": "smart_timer.t_done$_DFFE_PP0P_",
  "pre_cts_ws_ps": 61.84,
  "placementRows": 27,
  "drt-total-wl_mm": 2.602,
  "tightest_slew_ps": 554.7,
  "path_clk_slew_ps": 60,
  "crit_family": "buffers and inverters",
  "post-route-util_pct": 27.26,
  "antenna_found_initial": 0,
  "dpl.hpwl_mm": 2.106,
  "yosys_warnings": 2,
  "wl_per_cell_um": 11.62,
  "io-pin-count": 7,
  "worst-endpoint-arrival_ps": 2040,
  "io_buffer_count": 6,
  "power_density_nw_per_um2": 325.5,
  "ant_nets": 0,
  "clock_power_share_pct": 39.6,
  "top_area_share_pct": 22.86,
  "dr.first_iter.drc_count": 31,
  "skew_ps": 2.351,
  "start_kind": "input pin",
  "max_freq_mhz": 477.0,
  "finalHoldViolCount": 0,
  "crit_buf_inv": 2,
  "yosysUniqueCellTypes": 47,
  "path_class": "in -> reg",
  "cts_resized": 0,
  "grt_pass1_wl_mm": 4.781,
  "postCtsSetupBuffers": 0,
  "htreeDepth": 1,
  "worstPathMaxFanout": 4,
  "fp_util_pct": 23.29,
  "critPathLaunch": "person_present",
  "crit_path_end_kind": "register",
  "cap_violations": 0,
  "layoutNonFillerInstCount": 224,
  "r2r_start": "smart_timer.count[0]$_DFFE_PP1P_",
  "ff_type": "dfrtp_1",
  "area_growth_pct": 17.05,
  "p_seq_share_pct": 54.8,
  "path_common_cell": "nor2_1",
  "first_pass_iters": 4,
  "path_depth": 7,
  "slew-limit-headroom_pct": 62.98,
  "setup_ws_ps": 303.7,
  "cts_tree": "yes",
  "async_reset_ff_share_pct": 87.50,
  "fp.dieW_um": 97,
  "avgSynthCellArea_um2": 9.452,
  "setup_tns_ps": 0,
  "grt_pass1_vias": 1037,
  "drc": 0,
  "cp.required_ps": 2340,
  "warning_count": 31,
  "grt-ovfl-total": 0,
  "viasPerCell": 4.576,
  "crit_path_end": "smart_timer.total_time[2]$_DFFE_PP_",
  "die_y_um": 97,
  "core_um2": 5642,
  "numClockSinks": 16,
  "synth_stat.cells": 139,
  "cts_hold_buf": 0,
  "track_usage_pct": 5.688,
  "rsz0062_at_grt": "no",
  "combPwrFrac_pct": 5.6,
  "vias": 1025,
  "clk_latency_ps": 240,
  "top_area_cell": "dfrtp_1",
  "synthTopCellsByArea": "dfrtp_1 (23%), ha_1 (17%), edfxtp_1 (4.6%)",
  "syn_area_um2": 1314,
  "top_cells_by_count": "ha_1 (18), inv_1 (16), dfrtp_1 (12), nor2_1 (9), o21ai_0 (7)",
  "nFillCells": 595,
  "top_cell": "ha_1",
  "cts_root_buffer": "clkbuf_8",
  "p_switching_uw": 100.5,
  "synth-seq-cells": 16,
  "power.leakage_nw": 0.6882,
  "finalCritPeriodShare_pct": 87.34,
  "die-area_um2": 9409,
  "rrSetupSlack_ps": 350,
  "ys_area_um2": 1314,
  "holdCritPathClass": "reg -> reg",
  "status": "completed",
  "dp.cells": 220,
  "ys_seq_share_pct": 31.43,
  "synth_cells": 139,
  "critPathMaxStageDelay_ps": 500,
  "setup_viol": 0,
  "grt_max_degree": 15,
  "crit_chain": "clkdlybuf4s50_1, inv_1, ha_1, nor3b_2, o41a_1, nor2_1, nor2_1",
  "worst_r2r_path_depth": 6,
  "layout-drive-gt1-share_pct": 11.18,
  "drv_slew": 0,
  "finalWeightedCongestion": 0.8796,
  "timing.final.crit_period_ps": 2096,
  "p_int_uw": 400.0,
  "p_sw_share_pct": 20.07,
  "antenna_cells": 0,
  "edf_count": 2,
  "vdd_drop_max_mv": 0.2041,
  "cts_buffer_depth": 2,
  "slowest_stage": "clkdlybuf4s50_1",
  "numCtsBuffers": 3
}
area by class of cell:
class	count	area, µm²	area share (%)
clock buffers	3	41.29	2.685
repair buffers	11	97.59	6.347
clock inverters	1	3.754	0.2441
inverters	16	60.06	3.906
well taps	72	90.09	5.858
flip-flops and latches	16	412.9	26.85
multi-input cells	105	832.0	54.11
power by group through the flow:
stage | Clock (mW) | Combinational [mW] | Sequential, mW
final | 0.198 | 0.0281 | 0.274
after CTS | 0.208 | 0.0290 | 0.274
after global routing | 0.219 | 0.0315 | 0.274
cell families after synthesis:
family | count (synthesis) | synth area share (%)
AOI/OAI and AO/OA | 35 | 21.43
buffers and inverters | 18 | 5.238
adders and majority gates | 18 | 17.14
and+or+nand+nor | 42 | 17.62
muxes | 4 | 3.143
DFF | 16 | 31.43
xor gates and xnor gates | 6 | 4.001
layer usage:
metal | wire (µm) | GRT usage, %
met5 | 0 | 0
met4 | 16 | 0.6764
met3 | 44 | 0.7163
met2 | 1123 | 8.845
met1 | 1418 | 8.391
worst min path at each step:
stage | depth (start not counted) | endpoint | startpoint
after global routing | 1 | smart_light.current_state[0]$_DFF_PP1_ | smart_light.current_state[0]$_DFF_PP1_
after CTS | 1 | smart_light.current_state[0]$_DFF_PP1_ | smart_light.current_state[0]$_DFF_PP1_
final | 1 | smart_light.current_state[0]$_DFF_PP1_ | smart_light.current_state[0]$_DFF_PP1_
registers in the layout (all words and copies together) (netlist names):
register,flops
smart_timer.t_flicker,1
smart_light.current_state,6
smart_timer.total_time,2
smart_timer.running,1
smart_timer.count,5
smart_timer.t_done,1
per-stage QoR:
step           total power, mW  hold slack, ps  area [µm²]
2_1_floorplan           0.2931           367.8        1314
3_3_place_gp            0.3078           468.5        1493
3_5_place_dp            0.3078           474.3        1493
4_1_cts                 0.5112           483.8        1538
5_1_grt                 0.5247           502.7        1538
6_report                0.5005           482.4        1538
cell usage in the layout (no fill, tap or decap), types with 3 or more instances in the layout:
cell             instances
clkbuf_8                 3
nor2_1                   9
nand3_1                  5
clkdlybuf4s50_1          6
dfrtp_1                 12
o211ai_1                 3
nor3_1                   3
ha_1                    18
nor2b_1                  4
xnor2_1                  3
mux2i_1                  3
xor2_1                   3
o21ai_0                  7
a21oi_1                  6
nand2_1                  6
inv_1                   16
buf_4                    5
Power is estimated from default activity; no workload was simulated.
