$ cat config.mk
export PLATFORM = sky130hd
export DESIGN_NAME = traffic_system
export DESIGN_NICKNAME = traffic_system
export VERILOG_FILES = /design/flow/design.v
export SDC_FILE = /design/flow/constraint.sdc
export NUM_CORES = 4
export LEC_CHECK = 1
export CORE_AREA = 10 10 91 91
export DIE_AREA = 0 0 101 101
$ cat constraint.sdc
current_design traffic_system

set clk_period 2.2
set clk_io_pct 0.2

create_clock -name clk0 -period $clk_period [get_ports {clk}]

set non_clock_inputs [all_inputs -no_clocks]
set_input_delay [expr $clk_period * $clk_io_pct] -clock clk0 $non_clock_inputs
set_output_delay [expr $clk_period * $clk_io_pct] -clock clk0 [all_outputs]
$ cat design.v
module timer(
    input logic clk,
    input logic reset,
    input logic t_start,
    input logic[4:0] t_length,
    output logic t_flicker,
    output logic t_done
);
logic [4:0] count;  
logic running;  
logic [4:0] total_time; 
always_ff @(posedge clk or posedge reset) begin
    if (reset) begin
        count <= 5'b1;    
        running <= 1'b0;  
        t_flicker = 1'b0;
        t_done = 1'b0;    
    end else if (t_start) begin
                t_done <= 1'b0;
                running <= 1'b1;  
                count <= 5'b1;    
                total_time=t_length; 
                if (t_length<=6) begin
                    t_flicker <= 1'b1;
                end
                else begin
                    t_flicker = 1'b0;
                end
    end else if (running) begin
        if (count < t_length) begin
            count <= count + 1'b1;  
        end
        if (count+6 >= total_time) begin
            t_flicker = 1'b1;  
        end
        else begin
            t_flicker <= 1'b0;
        end
        if (count+1 >= total_time) begin
        t_done = 1'b1;
        end
        else begin
            t_done <= 1'b0;
        end
    end
end
endmodule
module traffic_light(
    input logic clk,               
    input logic reset,             
    input logic start,             
    input logic t_flicker,         
    input logic t_done,            
    output logic t_start,          
    output logic [4:0] t_length,   
    output logic [1:0] L_out       
);
parameter RED_DURATION = 5'd30;
parameter YELLOW_DURATION = 5'd3;
parameter GREEN_DURATION = 5'd30;
typedef enum{
    OFF_STATE,
    RED_STATE,
    YELLOW_STATE,
    GREEN_STATE,
    FLICKER_STATE,
    DONE_STATE
} state_t;
state_t current_state;
state_t next_state;
logic [4:0] timer_length;  
always_ff @(posedge clk or posedge reset) begin
    if (reset) begin
        current_state <= OFF_STATE;  
    end 
    else begin
        current_state <= next_state;  
    end
end
always_comb begin
    next_state = current_state;
    t_start = 1'b0;
    t_length = 5'd0;  
    L_out = 2'b00;    
    case (current_state)
        OFF_STATE: begin
            L_out = 2'b00;         
            if (start && !reset) begin
                t_start = 1'b1;        
                t_length = RED_DURATION;  
                next_state = RED_STATE;
            end
        end
        RED_STATE: begin
            L_out = 2'b01;         
            if (t_done == 1'b1) begin
                t_start = 1'b1;        
                t_length = YELLOW_DURATION;  
                next_state = YELLOW_STATE;
            end else begin
		t_length = RED_DURATION;
            end
        end
        YELLOW_STATE: begin
            L_out = 2'b10;         
            if (t_done == 1'b1) begin
                t_start = 1'b1;        
                t_length = GREEN_DURATION;  
                next_state = GREEN_STATE;
            end else begin
		t_length = YELLOW_DURATION;
            end
        end
        GREEN_STATE: begin
            L_out = 2'b11;         
            if (t_flicker) begin
                next_state = FLICKER_STATE;
                t_length = GREEN_DURATION;
            end else begin
                t_start = 1'b0;        
		        t_length = GREEN_DURATION;
            end
        end
        FLICKER_STATE: begin
            L_out = 2'b00;         
            if (!t_done) begin
                next_state = GREEN_STATE;
		        t_length = GREEN_DURATION;
            end else begin
                t_start = 1'b1;        
                t_length = YELLOW_DURATION;  
                next_state = DONE_STATE;
            end
        end
        DONE_STATE: begin
            L_out = 2'b10;         
            if (t_done) begin
                t_start = 1'b1;        
                t_length = RED_DURATION;  
                next_state = RED_STATE;
            end else begin
		t_length = YELLOW_DURATION;
                t_start = 1'b0;        
            end
        end
        default: begin
            next_state = OFF_STATE;  
            L_out = 2'b00;  
        end
    endcase
end
endmodule
module traffic_system(
    input logic clk,
    input logic reset,
    input logic start,
    output logic [1:0] L_out
);
	localparam X = 0;
	localparam Y = 3;
	logic t_start;
	logic [4:0] t_length;
	logic t_flicker;
	logic t_done;
timer timer_inst (
    .clk(clk),
    .reset(reset),          
    .t_start(t_start),
    .t_length(t_length),
    .t_flicker(t_flicker),  
    .t_done(t_done)         
);
    traffic_light #(
        .RED_DURATION(20+X),
        .YELLOW_DURATION(3),
        .GREEN_DURATION(20+Y)
    ) traffic_light_sys(
        .clk(clk),
        .reset(reset),
        .start(start),
        .t_flicker(t_flicker),
        .t_done(t_done),
        .t_start(t_start),
        .t_length(t_length),
        .L_out(L_out)
    );
endmodule
$ cat run.sh
#!/bin/bash
# OpenROAD 26Q1-2900-gdf79404cd8, Yosys 0.63+post, stock flow scripts
make -C /OpenROAD-flow-scripts/flow DESIGN_CONFIG=/design/flow/config.mk WORK_HOME=/design/flow/orfs finish
==> flow_summary.toml <==
# yosys + openroad results
[die]
rows = 29
ios = 5
core_um2 = 6350
die_h_um = 101
dieArea_um2 = 10200
fp_util_pct = 16.8
die_w_um = 101

[placement]
globalplace.congestion = 0.826
preCtsSetupSlack_ns = -0.454
portBuffers = 4
dp_hpwl_um = 1590

[worst_setup_path]
critPathMaxStageDelay_ns = 0.43
critPathRequiredTime_ns = 2.37
setup.worst_path.start = "timer_inst.t_done"
cp-start-kind = "flip-flop"
r2r_start = "timer_inst.t_done"
endpoint = "timer_inst.count[2]"
end_kind = "flip-flop"
slowest_stage = "dfrtp_2"
reg2reg_to = "timer_inst.count[2]"
critical_path.cell_chain = "mux2i_2 > nand2_2 > nor3_4 > ha_1 > a211o_1 > a21oi_2 > o21ai_2 > or3_1 > a21oi_1"
crit_path_max_fanout = 5
critPathKind = "reg -> reg"
rrSetupSlack_ns = -0.04
reg2reg_depth = 9
cp_data_arrival_time_ns = 2.41

[sta]
hold_viol = 0
relSlewSlack_pct = 73.6
finalCritPeriodShare_pct = 102
slew_violations = 0
hold_ws_ns = 0.466
setup_slack_ns = -0.0435
fin_crit_ns = 2.24
finClkSkew_ns = 0.00242
rsz0062_at_grt = "true"
fmax_mhz = 446
setup_violations = 3
tightest_slew_ns = 0.391

[logic_synthesis]
top_logic_kind = "adder cells"
synthSimpleGateAreaFrac_pct = 16.2
edf_count = 2
synth_cell_types = 36
yosys.area_share.aoi_pct = 14.1
yosys_area_um2 = 1070
syn_inst = 111
ys_sh_adder_pct = 16.4
ys_seq_share_pct = 38.6
syn_area_per_cell_um2 = 9.63
top_area_share_pct = 28.1
yosysTopAreaCell = "dfrtp_1"
ys_async_sr_fraction_pct = 87.5
synth-xor-area-share_pct = 5.74
ys_seq_elements = 16
mux_share_pct = 2.93
synth_area_um2 = 1070
flop_cell = "dfrtp_1"
ys_cells = 111
yosys_warnings = 2
synthTopCellsByArea = "dfrtp_1, ha_1, edfxtp_1, dfstp_2, inv_1"

[status]
status = "complete, but fails checks"
violations = "negative setup slack"

[finish]
nFillCells = 673
regArea_um2 = 414
lay_top_cells = "ha_1, inv_1, dfrtp_1"
logic_area_um2 = 612
final_layout_top_logic_cell = "ha_1"
drive_gt1_share_pct = 19.7
syn2layout_area_growth_pct = 25.1
postLayoutCoreUtil_pct = 21.0

[drt]
dr.pass1.iters = 4
vias = 806
n_antenna_cell = 0
wl_per_cell_um = 10.2
route.detailed.drc = 0
avgViaCountPerCell = 3.95
drtIter0Drc = 51
ant_nets = 0
drt_wl_total_um = 2090

[power_and_ir_drop]
p_per_area_nw_per_um2 = 1610
internal_power_mw = 1.29
power_leakage_nw = 0.627
pwr-share-comb_pct = 62.9
ir_worst_vdd_uv = 998
seq_power_share_pct = 26.7
clock_power_share_pct = 10.4
netSwitchingPower_uw = 860
switching_share_pct = 40.0

[clock_tree]
cts_tree = "done"
cts-root-buf = "clkbuf_8"
cts_buffer_depth = 2
cts_buffers = 3
htreeDepth = 1
cts_sinks = 16
clk_latency_ns = 0.25
cts.reportedPaths.clkPinSlew_ns = 0.06

[job]
tool_warnings = 30
cap_violations = 0

[global_routing]
track_usage_pct = 4.48
grt_max_degree = 15
grt_pass1_wl_um = 3750
grt_pass1_vias = 787
antenna_found_initial = 0
grt_overflow = 0

[worst_hold_path]
min-delay-path-class = "in -> async"
==> layer usage <==
metal  routed length (µm)  GRT usage [%]
met1                 1090           6.19
met2                  860           6.68
met3                  121           1.87
met4                   12          0.322
met5                    0              0
==> cell usage after synthesis (all sizes together), types with 2 or more instances <==
cell and n:
inv 12, xor2 3, nand4 2, nor2b 2, a21oi 6, nand3 2
o31ai 2, a211o 2, xnor2 4, dfstp 2, mux2i 2, nand2b 3
or2 2, nor2 6, o21ai 5, nor3 3, a21o 2, edfxtp 2
ha 14, or3 2, dfrtp 12, buf 2, nand2 9
==> logic make-up after synthesis <==
kind of cell	after synthesis
adders and majority gates	14
DFF	16
buffers and inverters	15
AOI/OAI and AO/OA	22
and+or+nand+nor	34
muxes	3
xor gates and xnor gates	7
==> through the flow <==
stage	std cells	power, mW	setup TNS [ns]	cell area [µm²]
after floorplan	111	1.43	-0.0828	1080
after global placement	199	1.85	-1.96	1270
after detailed placement	199	1.87	-2.09	1270
after CTS	204	2.17	-0.360	1330
after global routing	204	2.40	-0.660	1340
final	204	2.15	-0.0963	1340
==> critical path: cells and delay by family, from the launching register on <==
kind	cells	cell delay, ns
and+or+nand+nor	3	0.57
muxes	1	0.24
adders and majority gates	1	0.26
DFF	1	0.43
AOI/OAI and AO/OA	4	0.66
==> power groups by stage <==
stage / Sequential, mW / Combinational [mW] / Clock (mW)
5_1_grt: 0.599 / 1.56 / 0.247
4_1_cts: 0.572 / 1.37 / 0.230
6_report: 0.574 / 1.35 / 0.225
==> final cells by class <==
cell class,count,area share (%)
clock inverter,1,0.281
multi-input combinational,80,45.8
sequential,16,31.0
inverter,12,3.37
tap,77,7.21
clock buffer,3,3.09
timing repair buffer,15,9.27
==> what timing repair did <==
item | in CTS | in global routing
gates resized | 6 | 1
endpoints found under the setup margin | 5 | 5
pin swaps | 9 | 8
setup buffers | 1 | 0
hold buffers | 0 | 0
==> how the worst min path moves through the flow <==
stage	slack, ns	depth (start not counted)	to
finish	0.47	4	traffic_light_sys.current_state[3]
global route	0.49	1	traffic_light_sys.current_state[0]
CTS	0.48	4	traffic_light_sys.current_state[3]
Power figures rest on the tool's default switching activity, not on a simulated workload.
